==> design.v <==
package lc3b_types;
typedef logic [127:0] lc3b_line;
typedef logic [15:0] lc3b_word;
typedef logic  [7:0] lc3b_byte;
typedef logic  [10:0] lc3b_offset11;
typedef logic  [8:0] lc3b_offset9;
typedef logic  [5:0] lc3b_offset6;
typedef logic  [4:0] lc3b_imm5;
typedef logic  [3:0] lc3b_imm4;
typedef logic index4;
typedef logic index5;
typedef logic index11;
typedef logic index0;
typedef logic  [7:0] lc3b_vec8;
typedef logic  [2:0] lc3b_reg;
typedef logic  [2:0] lc3b_nzp;
typedef logic  [1:0] lc3b_mem_wmask;
typedef enum bit [3:0] {
    op_add  = 4'b0001,
    op_and  = 4'b0101,
    op_br   = 4'b0000,
    op_jmp  = 4'b1100,    
    op_jsr  = 4'b0100,    
    op_ldb  = 4'b0010,
    op_ldi  = 4'b1010,
    op_ldr  = 4'b0110,
    op_lea  = 4'b1110,
    op_not  = 4'b1001,
    op_rti  = 4'b1000,
    op_shf  = 4'b1101,
    op_stb  = 4'b0011,
    op_sti  = 4'b1011,
    op_str  = 4'b0111,
    op_trap = 4'b1111
} lc3b_opcode;
typedef enum bit [3:0] {
    alu_add,
    alu_and,
    alu_not,
    alu_pass,
    alu_sll,
    alu_srl,
    alu_sra
} lc3b_aluop;
endpackage : lc3b_types
module data_array #(parameter width = 16)
(
    input clk,
    input load,
    input [2:0] index,
    input [width-1:0] in,
    output logic [width-1:0] out
);
logic [7:0] [width-1:0] data;
initial
begin
    data = 1'b0;
end
always_ff @(posedge clk)
begin
    if (load)
    begin
        data[index] = in;
    end
end
always_comb
begin
    out = data[index];
end
endmodule : data_array
==> run.sh <==
#!/bin/bash
# OpenROAD 26Q1-2900-gdf79404cd8, Yosys 0.63+post, stock flow scripts
make -C /OpenROAD-flow-scripts/flow DESIGN_CONFIG=/design/flow/config.mk WORK_HOME=/design/flow/orfs finish
==> config.mk <==
export PLATFORM = sky130hd
export DESIGN_NAME = data_array
export DESIGN_NICKNAME = data_array
export VERILOG_FILES = /design/flow/design.v
export SDC_FILE = /design/flow/constraint.sdc
export NUM_CORES = 4
export LEC_CHECK = 1
export CORE_UTILIZATION = 50
==> constraint.sdc <==
current_design data_array

set clk_period 4.1
set clk_io_pct 0.2

create_clock -name clk0 -period $clk_period [get_ports {clk}]

set non_clock_inputs [all_inputs -no_clocks]
set_input_delay [expr $clk_period * $clk_io_pct] -clock clk0 $non_clock_inputs
set_output_delay [expr $clk_period * $clk_io_pct] -clock clk0 [all_outputs]
==> run summary <==
Implementation status.

- The via total after detailed routing is 4226.
- The xor/xnor cell area share of the yosys netlist is 0%.
- After detailed routing, the number of remaining DRC violations is 0.
- The critical hold path startpoint is data[70]$_DFFE_PP_.
- The core utilization of the finished layout is 60.68%.
- After synthesis, the largest area contributor takes up 58.31% of total cell area.
- The first TritonRoute pass finished after 5 iterations.
- In the final layout, the fill cell count is 954.
- The routed design has 16810 microns of wire.
- The sequential cell area fraction in the yosys report is 58.31%.
- The path class of the lowest-slack min-delay path is reg2reg.
- In this run the remaining antenna-violating nets after routing total 0.
- The multiplexer area fraction after synthesis is 13.67%.
- Per the skew report, the later register of the worst-skew pair sees a clock latency of 0.41 ns.
- Summing over the stages, the warning tally comes to 26.
- The number of antenna violations at the first check in global routing was 0.
- The via count of the first global-routing pass was 4349.
- The timing report shows the most common cell along the critical path to be nand2_1.
- The synthesis-to-finish area growth is 17.12%.
- The average size of a mapped cell is 15.08 sq um.
- The total standard cell area after synthesis is 0.006591 sq mm.
- The core region area is 0.01272 sq mm.
- The net switching power is 837.6 uW.
- The standby leakage power is 2.818 nW.
- The report puts the hold buffer count at CTS at 0.
- The clock period could shrink to 3.473 ns.
- The final-report max-slew violation count is 0.
- The class of the most critical setup path is in2out.
- The critical-path maximum fanout is 16.
- Detailed-route iteration 0 reported a violation count of 269.
- The data required time of the worst path is 3.28 ns.
- The clock tree buffer depth is 2.
- According to the I/O placement log, the pin count is 37.
- After synthesis, the share of flip-flops with an asynchronous set or reset is 0%.
- The master of the slowest instance on the critical path is mux4_2.
- The first-pass GRT wire length is 25270 microns.
- In this run the critical register-to-register path is launched from data[12]$_DFFE_PP_.
- Summing the areas of all compound-gate instances in the mapped netlist gives 14.88% of the synthesized area.
- The clock sink count is 128.
- The share of the clock period used by the worst path after layout is 84.72%.
- The global routing report lists combined usage of all routing layers as 28.44%.
- The number of input and output port buffers inserted is 36.
- After synthesis, the netlist uses 31 different library cells.
- By instance count, the leading cell after synthesis is edfxtp_1.
- The run finished with clean final reports.
- The total setup violations reported at the end of the flow is 0.
- The report counts max-capacitance violations totalling 0.
- In the final layout, the share of cells above drive strength 1 is 20.90%.
- In this run, synthesis inferred 128 flip-flops with an integrated enable.
- Setup repair after global routing left no endpoint under its margin.
- The post-synthesis cell type with the largest combined area is edfxtp_1.
- Dividing the detail-routed wire length by the instance count gives 25.47 microns.
- Counting endpoints that fail hold in the final report gives 0.
- The arithmetic-cell share of the synthesized area counting full adders, half adders and majority gates is 0.7593%.
- The report lists the cells along the critical path as buf_2 > buf_12 > mux4_2 > nand2_1 > nand2_1 > clkdlybuf4s50_1.
- The pin closest to its max-slew limit shows a slew of 0.9643 ns.
- Switching power as a fraction of the total was reported as 22.35%.
- The worst IR drop on VDD is 0.3254 mV.
- Per the CTS log, the maximum H-tree level is 4.
- The detailed placement HPWL is 10350 microns.
- The critical path capture point type is a primary output.
- The startpoint type of the worst setup path is a primary input.
- The quantity of gates resized following cts is 0.
- The antenna diode count is 0.
- STA puts the critical path data arrival time at 2.65 ns.
- The width of the die is 116.8 microns.
- Logged for this run, the post-placement worst setup slack is 0.4700 ns.
- The synth_stat.txt file lists the number of cells as 437.
- Timing would allow up to 287.9 MHz.
- The layout stage reports a final design area of 0.007720 sq mm.
- The chip occupies 0.01365 sq mm.
- The sequential cell fraction of total power is 43.9%.
- The global route total overflow is 0.
- The register with the most flip-flops in the layout has 128 of them.
- The clock transition at the register clock pins on the worst setup and hold paths after CTS is 0.05 ns.
- The Yosys warning count is 1.
- Post-CTS timing repair inserted 0 buffers for setup.
- The die is 116.8 microns tall.
- Ranked by total cell area, the synthesized netlist is headed by edfxtp_1 58%, mux4_2 11%, a22o_1 8.9%.
- The worst setup path startpoint is index[0].
- The power density over the cells is 485.5 mW/mm^2.
- In the final timing run, aggregate negative setup slack is 0 ns.
- Synthesis produced a netlist whose cell count is 437.
- The root buffer cell chosen for the clock tree is clkbuf_16.
- The internal power of the cells is 2.911 mW.
- The synthesized netlist devotes 9.017% of its cell area to simple gates.
- The placed cell area is 0.007093 sq mm.
- Across all hold checks on the routed design, the worst slack comes to 0.5579 ns.
- The largest family of logic cells by area is AND-OR/OR-AND gates.
- By count the netlist is led by 128 x edfxtp_1, 67 x a22o_1, 50 x nand2_1.
- The number of clock buffers added by TritonCTS is 17.
- The count of state elements after synthesis is 128.
- Among all flip-flop cells after synthesis, the most frequent one is edfxtp_1.
- The share of total power dissipated in the clock network is 43.0%.
- After layout, the setup clock skew is reported as 0 ns.
- The final worst setup slack is 0.6267 ns.
- After its last routability iteration, the placer logged a weighted congestion of 0.8399.
- The worst max-slew margin expressed relative to the limit is 35.58%.
- The floorplan step records an initial core utilization of 51.81%.
- The relative contribution of combinational cells to total power is 13.1%.
- Per the detail_route report, vias per standard cell equal 6.403.
- The stat command in Yosys gives a chip area of 0.006591 sq mm.
- The largest stage delay on the critical path is 0.51 ns.
- According to the floorplan log, the row count is 41.
- TritonCTS built the clock tree.
- Entering global routing, the biggest net connects 61 pins.
==> final timing paths <==
path	slack (ns)	cells after the start	to
max	0.63	6	out[15]
min	0.56	1	data[70]$_DFFE_PP_
max reg2reg	3.15	1	data[12]$_DFFE_PP_
min reg2reg	0.56	1	data[70]$_DFFE_PP_
==> layout make-up <==
| type | count | area, sq um | area share [%] |
|---|---|---|---|
| Timing Repair Buffer | 52 | 493.0 | 6.386 |
| Clock buffer | 20 | 436.7 | 5.656 |
| Sequential cell | 128 | 3844 | 49.79 |
| Clock inverter | 12 | 190.2 | 2.464 |
| Tap cell | 172 | 215.2 | 2.788 |
| Multi-Input combinational cell | 272 | 2526 | 32.72 |
| Inverter | 4 | 15.01 | 0.1945 |
==> logic make-up (layout without fill, tap and decap cells) <==
group           count (synthesis)  after routing
simple gates                  108            108
mux                            48             48
fa+ha+maj                       4              4
compound gates                112            112
buf+inv                        37             88
flops                         128            128
==> power by group through the flow <==
stage / clock network, mW / logic (mW) / registers, mW
5_1_grt: 1.69 / 0.533 / 1.66
6_report: 1.61 / 0.491 / 1.65
4_1_cts: 1.63 / 0.493 / 1.64
==> cell usage in the layout (no fill, tap or decap), types with 2 or more instances in the layout <==
cell / n
clkinv_2: 4
nor2_1: 3
mux4_2: 32
nand2b_1: 17
nor2b_1: 18
bufinv_16: 5
a22o_1: 67
inv_1: 3
buf_4: 15
edfxtp_1: 128
clkbuf_16: 17
clkbuf_1: 3
and3_1: 2
buf_12: 2
nand2_1: 50
nand2_2: 3
mux2_1: 3
mux2_2: 13
clkinv_1: 2
ha_1: 4
clkdlybuf4s50_1: 33
nand3_1: 3
buf_2: 2
o2bb2ai_1: 45
nand4_2: 2
and3b_1: 2
==> routing by layer <==
metal | up-vias | share of wire (%) | track usage, %
li1 | 1866 | - | -
met1 | 2096 | 41 | 44.28
met2 | 236 | 45 | 39.13
met3 | 26 | 12 | 15.78
met4 | 2 | 1.5 | 4.304
met5 | - | 0.30 | 3.333
==> through the flow <==
stage / total power, mW / std cells
after floorplan: 1.957 / 437
after CTS: 3.770 / 660
final: 3.748 / 660
after global placement: 2.154 / 628
after global routing: 3.876 / 660
after detailed placement: 2.158 / 628
==> critical path: cells and delay by family <==
| kind | cells | cell delay [ns] |
|---|---|---|
| buf+inv | 3 | 1.13 |
| mux | 1 | 0.51 |
| simple gates | 2 | 0.19 |
Power and IR drop assume default switching activity.
