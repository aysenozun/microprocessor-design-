===== flow/run.sh =====
#!/bin/bash
# OpenROAD 26Q1-2900-gdf79404cd8, Yosys 0.63+post, stock flow scripts
make -C /OpenROAD-flow-scripts/flow DESIGN_CONFIG=/design/flow/config.mk WORK_HOME=/design/flow/orfs finish

===== flow/config.mk =====
export PLATFORM = sky130hd
export DESIGN_NAME = mux2
export DESIGN_NICKNAME = mux2
export VERILOG_FILES = /design/flow/design.v
export SDC_FILE = /design/flow/constraint.sdc
export NUM_CORES = 4
export LEC_CHECK = 1
export CORE_AREA = 10 10 70 70
export DIE_AREA = 0 0 80 80

===== flow/constraint.sdc =====
current_design mux2

set clk_period 1.0
set clk_io_pct 0.2

create_clock -name clk0 -period $clk_period

set non_clock_inputs [all_inputs -no_clocks]
set_input_delay [expr $clk_period * $clk_io_pct] -clock clk0 $non_clock_inputs
set_output_delay [expr $clk_period * $clk_io_pct] -clock clk0 [all_outputs]

===== flow/design.v =====
package lc3b_types;
typedef logic [127:0] lc3b_line;
typedef logic [15:0] lc3b_word;
typedef logic  [7:0] lc3b_byte;
typedef logic  [10:0] lc3b_offset11;
typedef logic  [8:0] lc3b_offset9;
typedef logic  [5:0] lc3b_offset6;
typedef logic  [4:0] lc3b_imm5;
typedef logic  [3:0] lc3b_imm4;
typedef logic index4;
typedef logic index5;
typedef logic index11;
typedef logic index0;
typedef logic  [7:0] lc3b_vec8;
typedef logic  [2:0] lc3b_reg;
typedef logic  [2:0] lc3b_nzp;
typedef logic  [1:0] lc3b_mem_wmask;
typedef enum bit [3:0] {
    op_add  = 4'b0001,
    op_and  = 4'b0101,
    op_br   = 4'b0000,
    op_jmp  = 4'b1100,    
    op_jsr  = 4'b0100,    
    op_ldb  = 4'b0010,
    op_ldi  = 4'b1010,
    op_ldr  = 4'b0110,
    op_lea  = 4'b1110,
    op_not  = 4'b1001,
    op_rti  = 4'b1000,
    op_shf  = 4'b1101,
    op_stb  = 4'b0011,
    op_sti  = 4'b1011,
    op_str  = 4'b0111,
    op_trap = 4'b1111
} lc3b_opcode;
typedef enum bit [3:0] {
    alu_add,
    alu_and,
    alu_not,
    alu_pass,
    alu_sll,
    alu_srl,
    alu_sra
} lc3b_aluop;
endpackage : lc3b_types
module mux2 #(parameter width = 16)
(
	input sel,
	input [width-1:0] a, b,
	output logic [width-1:0] f
);
always_comb
begin
	if (sel == 0)
		f = a;
	else
		f = b;
end
endmodule : mux2

==> changes_impl.md <==
### Changed

* Chip Height at 80 um
* CP startpoint kind: input pin
* Syn-to-layout area delta at 219.1%
* Finished Cell Area at 794.5 um^2
* Required time of the worst setup path at 0.80 ns
* Setup WS pre-CTS at -0.8529 ns
* Port-buffer cells at 49
* Core area at 3416 um^2
* # Post-CTS Setup Buffers at 0
* CP endpoint kind: primary output
* Final weighted congestion in routability-driven placement at 0.8145
* Average instance area after synthesis at 13.83 um^2
* Number of hold violations in the final report at 0
* Number of global-route vias before repair at 430
* Number of vias in the routed layout at 359
* Max Transition Viols Final at 0
* Post-Layout Cell Count at 113
* Fraction of the core area covered by cells at the end of the flow at 23.26%
* Worst Setup Path Type: in2out
* Final HPWL from detailed placement at 1222 um
* Power share of the clock group at 0%
* Cell area power density at 378.8 nW/um^2
* Start point of the critical path: sel
* Hold buffer count at cts at 0
* Placed cell areas at 785.8 um^2
* Chip Area, Yosys at 249.0 um^2
* Part of the power in combinational logic at 100.0%
* Max IR drop VDD at 150.6 uV
* Clock period minus worst slack at 1.056 ns
* Inst Count DP at 112
* Sequential cell area in the final layout at 0 um^2
* Relative slew margins at 95.27%
* Synth warn at 1
* Power consumption at 0.3009 mW
* Detailed Route Iter0 Violations at 2
* Violated checks: negative setup slack
* Int Pwr at 0.2335 mW
* Sequential fraction of design power at 0%
* Die x size at 80 um
* Capture point of the critical path: f[14]
* Tally of clock buffers in the finished layout at 0
* Post-synth design cell area at 249.0 um^2
* Global-route wire length before repair at 2187 um
* Row count at 21
* Total leakage power at 0.4174 nW
* Class of the worst hold path: in2out
* Worst-path maximum fanout at 8
* Status: finished with violations
* Drt via density at 3.177
* Wire length per cell after detailed routing at 12.43 um
* GRT Util Overall at 4.202%
* Distinct cells, synth at 4
* Count of tool warnings at 34
* Net Switching at 0.06744 mW
* Initial cell density of the core at 7.289%
* Arrival time at the worst endpoint at 0.86 ns
* Overflow after GRT at 0
* Worst hold slack at 0.7936 ns
* Final Routed Wirelength at 1405 um
* Worst setup margin at -0.05644 ns
* Sum of negative setup slack at -0.8165 ns
* MaxCap Viol Count at 0
* Switching part of the total at 22.41%
* Share of the yosys chip area belonging to registers at 0%
* Slew @ Worst Pin at 0.07103 ns
* Io pins at 49
* Largest net degree at the start of global routing at 9
* Unrepaired setup endpoints after global routing: true
* Period utilisation layout at 105.6%
* Proportion of layout cells with a drive suffix above 1 at 52.24%
* Final routed DRC violation total at 0
* Number of antenna violations at the first check in global routing at 0
* Overall die area at 6400 um^2
* Number of cells in the yosys synthesis report at 18
* Antenna diode instance count at 0
* Registers at 0
* Tally of nets with antenna violations remaining after routing at 0
* Final setup violation count at 16
* Max Clock Freq at 946.6 MHz
* Drt first pass iters at 2
* Gate count of the mapped netlist at 18
[placed cells by master, fill, tap and decap left out, drive strengths merged]
cell type	instances
buf	19
mux2	16
dlygate4sd2	32
[worst max-delay path: stages]
cell	delay, ns
buf_12	0.11
buf_12	0.14
mux2_4	0.30
buf_6	0.11
[final cells by class]
type               instances  area, um^2
repair buffers            51       496.7
fillers                  374        2621
multi-input cells         16       240.2
well taps                 46       57.56
[layer usage]
layer,track usage (%),wire (um),up-vias
met5,0,0,-
met4,0,0,0
met3,3.295,329,0
met2,4.494,337,49
met1,6.394,738,143
li1,-,-,167
[cells in the mapped netlist]
master / count / area [um^2]
buf_12: 1 / 20.02
buf_6: 1 / 11.26
mux2_4: 10 / 150.1
mux2_2: 6 / 67.56
[worst min-delay path by stage]
stage | endpoint | from | slack, ns | cells past startpoint
after CTS | f[9] | a[9] | 0.80 | 3
after global routing | f[12] | a[12] | 0.81 | 3
final | f[5] | a[5] | 0.79 | 3
[power groups by stage]
stage,Combinational (mW),Clock (mW),Sequential [mW]
6_report,0.301,0,0
5_1_grt,0.326,0,0
4_1_cts,0.286,0,0
[timing repair]
action / 4_1_cts / 5_1_grt
gates resized: 102 / 5
endpoints found under the setup margin: 16 / 16
cloned: 1 / 0
[cells by family after synthesis]
kind of cell           after synthesis  synth area share, %
buffers and inverters                2                12.56
multiplexers                        16                87.43
Power and IR drop assume default switching activity.
