==> design.v <==
package lc3b_types;
typedef logic [127:0] lc3b_line;
typedef logic [15:0] lc3b_word;
typedef logic  [7:0] lc3b_byte;
typedef logic  [10:0] lc3b_offset11;
typedef logic  [8:0] lc3b_offset9;
typedef logic  [5:0] lc3b_offset6;
typedef logic  [4:0] lc3b_imm5;
typedef logic  [3:0] lc3b_imm4;
typedef logic index4;
typedef logic index5;
typedef logic index11;
typedef logic index0;
typedef logic  [7:0] lc3b_vec8;
typedef logic  [2:0] lc3b_reg;
typedef logic  [2:0] lc3b_nzp;
typedef logic  [1:0] lc3b_mem_wmask;
typedef enum bit [3:0] {
    op_add  = 4'b0001,
    op_and  = 4'b0101,
    op_br   = 4'b0000,
    op_jmp  = 4'b1100,    
    op_jsr  = 4'b0100,    
    op_ldb  = 4'b0010,
    op_ldi  = 4'b1010,
    op_ldr  = 4'b0110,
    op_lea  = 4'b1110,
    op_not  = 4'b1001,
    op_rti  = 4'b1000,
    op_shf  = 4'b1101,
    op_stb  = 4'b0011,
    op_sti  = 4'b1011,
    op_str  = 4'b0111,
    op_trap = 4'b1111
} lc3b_opcode;
typedef enum bit [3:0] {
    alu_add,
    alu_and,
    alu_not,
    alu_pass,
    alu_sll,
    alu_srl,
    alu_sra
} lc3b_aluop;
endpackage : lc3b_types
module register #(parameter width = 16)
(
    input clk,
    input load,
    input [width-1:0] in,
    output logic [width-1:0] out
);
logic [width-1:0] data;
initial
begin
    data = 1'b0;
end
always_ff @(posedge clk)
begin
    if (load)
    begin
        data = in;
    end
end
always_comb
begin
    out = data;
end
endmodule : register
==> run.sh <==
#!/bin/bash
# OpenROAD 26Q1-2900-gdf79404cd8, Yosys 0.63+post, stock flow scripts
make -C /OpenROAD-flow-scripts/flow DESIGN_CONFIG=/design/flow/config.mk WORK_HOME=/design/flow/orfs finish
==> config.mk <==
export PLATFORM = sky130hd
export DESIGN_NAME = register
export DESIGN_NICKNAME = register
export VERILOG_FILES = /design/flow/design.v
export SDC_FILE = /design/flow/constraint.sdc
export NUM_CORES = 4
export LEC_CHECK = 1
export CORE_AREA = 10 10 71 71
export DIE_AREA = 0 0 81 81
==> constraint.sdc <==
current_design register

set clk_period 1.0
set clk_io_pct 0.2

create_clock -name clk0 -period $clk_period [get_ports {clk}]

set non_clock_inputs [all_inputs -no_clocks]
set_input_delay [expr $clk_period * $clk_io_pct] -clock clk0 $non_clock_inputs
set_output_delay [expr $clk_period * $clk_io_pct] -clock clk0 [all_outputs]
==> out/metrics.csv <==
metric,value,unit
Mapped Area,480.5,µm²
post-layout util,23.76,%
die span in x,81,µm
M2 GR Usage,5.812,%
Finished Layout Cells,103,
initial antenna violation count,0,
yosys-reported design area after synthesis,480.5,µm²
VDD IR-drop max,0.4031,mV
Routed Antenna Nets,0,
htree depth,1,
Flops after synth,16,
Fmax,1065,MHz
Final min period,0.9389,ns
drt wl/cell,12.37,µm
met1 Resource Use GR,4.536,%
Hold WC Path Type,in -> reg,
run status,completed,
Die H,81,µm
layout cells sized above 1,38.18,%
largest net degree at the start of global routing,15,
worst path bufs/invs,2,
Gate power share,9.1,%
sw frac,17.66,%
CP arrival,0.90,ns
power per cell area,1641,mW/mm²
Clock power frac,33.9,%
"Reg clk slew, reported paths",0.06,ns
fin crit share,93.89,%
GRT Overall Usage,3.815,%
Final Slew Violations,0,
CP startpoint,load,
Num CTS Buffers,3,
Fill cells,393,
startpoint class of the critical path,primary input,
Placed Instances,99,
grt total ovfl,0,
I/O pin cnt,34,
Pre-Place Util,13.22,%
DRC viols,0,
Reg power frac,57.0,%
Rel. slew slack,90.09,%
setup repair bufs after CTS,0,
yosys cell count,16,
"Most Used Layer, Global Route",met2,
max FFs per register,16,
GR Util met3,2.450,%
crit path DRT,0.96,ns
CTS sink cnt,16,
DR iter-0 viols,12,
via-per-instance ratio,2.796,
DP HPWL,1046,µm
dpl ws,-0.2071,ns
tally of yosys warning messages,1,
combinational gates,0,
CP peak stage delay,0.53,ns
endpoints failing setup,0,
Hold Startpoint,in[11],
CTS Buffer Depth,2,
die area,0.006561,mm²
Crit Path Category,in -> reg,
CP Cell Sequence,clkdlybuf4s50_1 > buf_12,
port bufs,33,
area grow syn2layout,79.69,%
DRT Pass-1 Iters,4,
Switch Pwr,0.2501,mW
number of global-route vias before repair,356,
Post-Syn Area per Cell,30.03,µm²
final RePlAce weighted congestion,0.6899,
Setup crit end kind,register,
slowest cell on the critical path,clkdlybuf4s50_1,
Multi-input gate area,0,µm²
Cell Type Count,1,
Total Wirelength,1274,µm
DR vias,288,
CTS tree,done,
MaxCap Viol Count,0,
sequential share of the synthesized area,100.0,%
first-pass GRT wire length,1863,µm
PnR worst setup slack,0.06106,ns
Post-Synthesis Cells,16,
row cnt,22,
Log Warnings,25,
Clock Tree Root,clkbuf_8,
Tot Pwr,1.416,mW
Inserted Diodes,0,
internal power,1.166,mW
Pleak,0.3240,nW
Crit Path Max Fanout,14,
Core ar.,0.003633,mm²
crit-path leading delay family,buffers and inverters,
Tightest Pin Transition,0.1482,ns
RSZ-0062 raised after global routing,no,
final count of hold timing violations,0,
[final cells by class]
cell class            count  area, µm²  share of cell area (%)
Sequential cell          16      480.5                   55.65
Clock inverter            1      3.754                  0.4348
Timing Repair Buffer     35      277.8                   32.17
Clock buffer              3      41.29                   4.783
Tap cell                 48      60.06                   6.957
[power groups by stage]
stage / Sequential (mW) / Combinational [mW] / Clock, mW
finish: 0.808 / 0.128 / 0.480
CTS: 0.809 / 0.139 / 0.508
global route: 0.814 / 0.144 / 0.541
[through the flow]
| step | instance area, µm² | setup TNS (ns) | hold WS [ns] |
|---|---|---|---|
| after detailed placement | 898.4 | -3.235 | 0.7579 |
| after global routing | 863.3 | 0 | 0.4952 |
| final | 863.3 | 0 | 0.5062 |
| after floorplan | 480.5 | 0 | 0.2989 |
| after global placement | 898.4 | -2.928 | 0.7553 |
| after CTS | 878.3 | 0 | 0.4968 |
[cell usage after synthesis]
| cell | number | share of area, % |
|---|---|---|
| edfxtp_1 | 16 | 100 |
[layer usage]
layer | up-vias | wire length (µm)
li1 | 143 | -
met1 | 127 | 504
met2 | 18 | 610
met3 | 0 | 160
met4 | 0 | 0
met5 | - | 0
[kinds of logic after synthesis]
family	synth area share (%)
flops	100.0
[layout by cell type (no fill, tap or decap)]
master	instances
buf_12	1
buf_2	13
buf_4	1
clkbuf_2	3
clkbuf_8	3
clkdlybuf4s50_1	17
clkinv_1	1
edfxtp_1	16
[final timing paths]
| path | end | slack [ns] | depth (start not counted) |
|---|---|---|---|
| max | data[13] | 0.06 | 2 |
| min | data[11] | 0.51 | 1 |
[timing repair]
| item | 4_1_cts | 5_1_grt |
|---|---|---|
| setup endpoints to repair | 16 | 3 |
| pin swaps | 0 | 0 |
| hold endpoints to repair | 0 | 0 |
| gates resized | 45 | 3 |
| hold buffers | 0 | 0 |
Power is estimated from default activity; no workload was simulated.
